==> ./design.v <==
module rf_riscv(
    input logic          clk_i,
    input logic          write_enable_i,
    input logic  [ 4:0 ] write_addr_i,
    input logic  [ 4:0 ] read_addr1_i,  
    input logic  [ 4:0 ] read_addr2_i,  
    input logic  [ 31:0] write_data_i,
    output logic [ 31:0] read_data1_o,  
    output logic [ 31:0] read_data2_o   
    );
    logic [31:0] rf_mem [0:31];    
    assign read_data1_o = read_addr1_i == 0 ? 0 : rf_mem[read_addr1_i];    
    assign read_data2_o = read_addr2_i == 0 ? 0 : rf_mem[read_addr2_i];
    always_ff @(posedge clk_i) begin
        if (write_enable_i) begin
            rf_mem[write_addr_i] <= write_data_i;
        end
    end
endmodule
==> ./run.sh <==
#!/bin/bash
# OpenROAD 26Q1-2900-gdf79404cd8, Yosys 0.63+post, stock flow scripts
make -C /OpenROAD-flow-scripts/flow DESIGN_CONFIG=/design/flow/config.mk WORK_HOME=/design/flow/orfs finish
==> ./constraint.sdc <==
current_design rf_riscv

set clk_period 7.4
set clk_io_pct 0.2

create_clock -name clk0 -period $clk_period [get_ports {clk_i}]

set non_clock_inputs [all_inputs -no_clocks]
set_input_delay [expr $clk_period * $clk_io_pct] -clock clk0 $non_clock_inputs
set_output_delay [expr $clk_period * $clk_io_pct] -clock clk0 [all_outputs]
==> ./config.mk <==
export PLATFORM = sky130hd
export DESIGN_NAME = rf_riscv
export DESIGN_NICKNAME = rf_riscv
export VERILOG_FILES = /design/flow/design.v
export SDC_FILE = /design/flow/constraint.sdc
export NUM_CORES = 4
export LEC_CHECK = 1
export CORE_UTILIZATION = 50
==> deck_impl_summary.md <==
Synthesis and Place & Route Summary

Yosys
  • Yosys stat cell total: 2400
  • Avg Inst Size Synth: roughly 20 sq um
  • Most frequent cell after synthesis: edfxtp_1
  • Mapped Area: ~47000 sq um
  • AND-OR/OR-AND Cells, Area Fraction: under 10%
  • Post-synth cell types: approximately 40
  • Post-synth EDFFs: 1024
  • Synth Flop Type: edfxtp_1
  • Flops after synth: roughly 1000
  • Chip Area, Yosys: around 47000 sq um
  • Top post-synthesis cells by count: edfxtp_1 (1024), mux4_2 (425), mux2i_1 (183), clkbuf_1 (104), nand2_1 (65)
  • Yosys simple share: between 1.5 and 2%
  • Top cells, area: edfxtp_1 (65%), mux4_2 (20%), mux2i_1 (3.9%), a22o_1 (1.2%), clkbuf_1 (0.83%)
  • Yosys warning count: 1
  • Cells after synthesis: about 2400
  • Leading area contributor after synthesis: edfxtp_1
  • Share of async-settable or async-resettable flops after synthesis: 0%
  • Adder Share, Synth: 0%
  • Synth logic family: multiplexers
  • Sequential area share after synthesis: between 60% and 70%
  • XOR Share, Synth: 0%
  • Post-synthesis mux area share: 24.9%
  • Top cell area share: about two thirds

Min path
  • Worst hold-check path type: in2reg
  • Hold EP: rf_mem[7][2]
  • Hold path start: write_data_i[2]
  • Hold Path Depth: 2

Worst setup path
  • Crit path kind: in2out
  • CP max FO: 22
  • CP startpoint kind: primary input
  • Critical Path Max Stage Delay: 900 ps
  • Crit-path slowest cell: or3_2
  • CP top delay family: buffers and inverters
  • Critical path endpoint category: output pin
  • Sum of buffers and inverters on the critical path: 4
  • Cell Chain, Critical Path: clkdlybuf4s50_1 -> or3_2 -> buf_4 -> o221ai_1 -> a211oi_1 -> nor3_1 -> buf_4 -> clkdlybuf4s50_1
  • Data arrival, critical path: a little over 5000 ps
  • Worst EP required: 5920 ps

Job
  • Count of tool warnings: 26
  • Maxcap violations: 0

Cells and area
  • Fillers: roughly 6700
  • Fraction of layout cells with a size suffix above 1: between 20% and 30%
  • Regs by FF count: rf_mem x1024
  • Finished Layout Cells: between 3000 and 4000
  • Max reg flops: around 1000
  • Synth-to-Final Area Change: 14.2%
  • Top reg by flops: rf_mem

Pwr
  • Sw power: between 2 and 3 mW
  • Int Pwr: 9.98 mW
  • Pwr dens: 242 nW/um^2
  • Flop pwr share: roughly half
  • Clk pwr share: between 40% and 50%
  • Sw Share: 23.0%
  • Leakage: approximately 17 nW
  • Max IR drop VDD: 0.193 mV
  • Power share of the combinational group: a little under a tenth

CTS
  • Post-cts sizing count: 0
  • Num CTS Buffers: about 110
  • Cts hold-fix bufs: 0
  • Post-CTS setup buffers: 0
  • CTS root buf: clkbuf_16
  • H-tree levels: 3
  • Sink Count: 1024
  • CTS clk-pin slew, worst paths: approximately 60 ps
  • TritonCTS clock tree: built
  • Clock buffer depth: 3

Floorplan
  • Core box area: roughly 93000 sq um
  • Floorplan core density: approximately half
  • Die width: around 300 um
  • IO Count: 113
  • Height of the die: between 300 and 400 um
  • Num rows: 112
  • Die Size: roughly 95000 sq um

Drt
  • Drt first-iter violations: roughly 1900
  • Via/cell ratio: 6.90
  • DRT antenna net count: 0
  • TritonRoute pass-1 iters: 6
  • Routed Wire Length: roughly 150000 um
  • WL per Instance: ~38 um
  • DRC violations left: 0
  • Detailed-route via count: between 20000 and 30000

Placement
  • I/O Buffers: roughly 110
  • HPWL after detailed placement: around 90000 um
  • GPL Wtd Cong: between 0.9 and 1
  • # placed instances: roughly 3700

STA
  • Fin crit share: between 80% and 90%
  • Peak Freq: around 150 MHz
  • Slew margin rel.: between 30% and 40%
  • Fin. max-slew vios: 0
  • Slew @ Worst Pin: roughly 1000 ps
  • RSZ-0062 raised after global routing: false
  • Fin Setup TNS: 0 ps
  • Hold slack: between 1500 and 2000 ps
  • Setup violators final: 0
  • Minimum clock period: 6540 ps
  • Final hold vios: 0

GRT
  • M2 GR Usage: slightly below 50%
  • Antenna violations before repair: 5
  • Met1 GRT Util: approximately 42%
  • Number of global-route vias before repair: approximately 30000
  • Met3 capacity usage during global routing: between 30% and 40%
  • Aggregate global routing overflow: 0
  • Pin count of the biggest net entering global routing: between 70 and 80
  • GRT Util Overall: 36.4%
  • GRT busiest layer: met2
  • First-pass GRT wire length: between 200000 and 250000 um

Outcome
  • Status: completed
[layout make-up]
| cell class | instances | area (sq um) | share of cell area (%) |
|---|---|---|---|
| flip-flops and latches | 1024 | 30700 | 57.3 |
| repair buffers | 252 | 2410 | 4.49 |
| multi-input cells | 1150 | 15400 | 28.7 |
| well taps | 1254 | 1570 | 2.92 |
| diodes | 1 | 2.50 | 0.00467 |
| clock inverters | 67 | 592 | 1.10 |
| clock buffers | 128 | 2820 | 5.26 |
| inverters | 25 | 96.3 | 0.180 |
[placed cells by master, fill, tap and decap left out, drive strengths merged]
master         count
mux2i            183
clkbuf           128
a211o             23
a221o              1
nand3b             7
clkinvlp           6
and3               1
mux4             425
nor4               9
or3                2
o211ai             1
nand3              4
clkdlybuf4s50    105
nor2              35
inv               28
nor3              33
a22o              62
a32o               9
a21oi             46
edfxtp          1024
clkinv            49
a211oi            47
o22ai             55
and2              13
nand2             65
a221oi            23
mux2              24
a21boi             1
nand2b             3
o22a               1
bufinv             9
a2111oi           31
and4               1
or3b               5
nor2b              8
nor4b              1
diode              1
o221ai            31
buf              147
[kinds of logic (layout without fill, tap and decap cells)]
group / Yosys count / count (layout)
buffers and inverters: 226 / 472
AND/OR/NAND/NOR: 187 / 187
other: 0 / 1
AND-OR/OR-AND: 331 / 331
multiplexers: 632 / 632
flip-flops: 1024 / 1024
[how the worst max path moves through the flow]
stage	end	from	slack [ps]	cells after the start
global route	read_data2_o[12]	read_addr2_i[3]	630	8
CTS	read_data2_o[12]	read_addr2_i[3]	900	8
finish	read_data2_o[12]	read_addr2_i[3]	860	8
[power groups by stage]
stage / Combinational (mW) / Sequential (mW) / Clock, mW
global route: 1.26 / 6.49 / 5.53
finish: 1.19 / 6.48 / 5.28
CTS: 1.18 / 6.48 / 5.32
[per-layer routing]
layer  share of wire, %  vias up
met3                 22      369
li1                   -    10760
met5               0.43        -
met4                4.0       14
met1                 29    13495
met2                 44     2281
[through the flow]
step           utilization, %  power [mW]  cell area (sq um)  setup slack [ps]
2_1_floorplan               -        7.22              47000              2870
3_3_place_gp             53.9        7.77              50200               967
3_5_place_dp             53.9        7.78              50200               915
4_1_cts                  57.6        13.0              53600               904
5_1_grt                  57.6        13.3              53600               631
6_report                 57.6        13.0              53600               862
Power and IR drop assume default switching activity.
